===== ./design.v =====
module comparator(a,b,XgtY,XltY,XeqY);
input [3:0]a,b;
output reg XgtY,XltY,XeqY;
reg [3:0]i;
integer j;
always @(*)begin
    for (j =0 ;j<4 ;j++ ) begin
        i[j] = ~(a[j]^b[j]);    
    end
    XeqY = 0;
    XltY = 0;
    XgtY = 0;
    if(i[3]&i[2]&i[1]&i[0])
    begin
        XeqY = 1;
    end
    else if(a[3]&~b[3] | i[3]&a[2]&~b[2] | i[3]&i[2]&a[1]&~b[1] | i[3]&i[2]&i[1]&a[0]&~b[0])begin
        XgtY = 1;
    end
    else begin
        XltY=1;
    end
end
endmodule

===== ./run.sh =====
#!/bin/bash
# OpenROAD 26Q1-2900-gdf79404cd8, Yosys 0.63+post, stock flow scripts
make -C /OpenROAD-flow-scripts/flow DESIGN_CONFIG=/design/flow/config.mk WORK_HOME=/design/flow/orfs finish

===== ./config.mk =====
export PLATFORM = sky130hd
export DESIGN_NAME = comparator
export DESIGN_NICKNAME = comparator
export VERILOG_FILES = /design/flow/design.v
export SDC_FILE = /design/flow/constraint.sdc
export NUM_CORES = 4
export LEC_CHECK = 1
export CORE_AREA = 10 10 70 70
export DIE_AREA = 0 0 80 80

===== ./constraint.sdc =====
current_design comparator

set clk_period 2.5
set clk_io_pct 0.2

create_clock -name clk0 -period $clk_period

set non_clock_inputs [all_inputs -no_clocks]
set_input_delay [expr $clk_period * $clk_io_pct] -clock clk0 $non_clock_inputs
set_output_delay [expr $clk_period * $clk_io_pct] -clock clk0 [all_outputs]

==> node_exporter_impl.prom <==
# HELP chip_impl_metric Metrics from one implementation run
# TYPE chip_impl_metric gauge
chip_impl_metric{name="wl_per_cell",unit="um"} 5.74
chip_impl_metric{name="num_vias",unit=""} 157
chip_impl_metric{name="max-cap-violations",unit=""} 0
chip_impl_metric{name="core.rowCount",unit=""} 21
chip_impl_metric{name="grt_pass1_vias",unit=""} 152
chip_impl_info{name="cpLargestDelayFamily",value="buffers and inverters"} 1
chip_impl_metric{name="flow.area_growth_from_synthesis",unit="%"} 236
chip_impl_metric{name="io_buffer_count",unit=""} 11
chip_impl_metric{name="area.combinational",unit="um2"} 140
chip_impl_metric{name="route.detailed.drc",unit=""} 0
chip_impl_metric{name="postSynthSeqShare",unit="%"} 0
chip_impl_metric{name="max-vdd-ir-drop",unit="V"} 0.0000185
chip_impl_metric{name="synth_area_per_cell",unit="um2"} 7.01
chip_impl_metric{name="netlist_instances",unit=""} 15
chip_impl_metric{name="timing.max_slew.rel_slack",unit="%"} 83.2
chip_impl_info{name="critPathSlowestCell",value="sky130_fd_sc_hd__clkdlybuf4s50_1"} 1
chip_impl_metric{name="detail_placement_hpwl",unit="um"} 377
chip_impl_info{name="grt_setup_unrepaired",value="false"} 1
chip_impl_metric{name="per_cell_via_count_in_the_routed_design",unit=""} 2.04
chip_impl_metric{name="yosys_cells",unit=""} 15
chip_impl_info{name="hold_path_class",value="in -> out"} 1
chip_impl_metric{name="clock_buffers",unit=""} 0
chip_impl_metric{name="drt-total-wl",unit="um"} 442
chip_impl_metric{name="layout_worst_path_cycle_share",unit="%"} 95.9
chip_impl_info{name="worst_setup_path_start_kind",value="primary input"} 1
chip_impl_metric{name="top_level_ports",unit=""} 11
chip_impl_metric{name="drt_first_pass_iters",unit=""} 1
chip_impl_metric{name="die_height",unit="um"} 80
chip_impl_metric{name="overflow",unit=""} 0
chip_impl_metric{name="layout-drive-gt1-share",unit="%"} 48.4
chip_impl_metric{name="dp_slack",unit="ns"} -0.185
chip_impl_info{name="status",value="finished clean"} 1
chip_impl_metric{name="cell_area_after_synthesis",unit="um2"} 105
chip_impl_metric{name="drtAntennaViolNets",unit=""} 0
chip_impl_metric{name="slew_violations",unit=""} 0
chip_impl_metric{name="placeable_core_region",unit="mm2"} 0.00342
chip_impl_metric{name="postLayoutSetupSlackWorst",unit="ns"} 0.102
chip_impl_metric{name="synth_warnings",unit=""} 1
chip_impl_metric{name="globalRouteTotalUtil",unit="%"} 1.32
chip_impl_metric{name="num-fill-cells",unit=""} 397
chip_impl_metric{name="place_inst",unit=""} 75
chip_impl_metric{name="slowest_delay",unit="ns"} 0.47
chip_impl_info{name="timing.critical_path.cells",value="clkdlybuf4s50_1 > inv_2 > ha_4 > a21oi_2 > buf_4 > buf_4 > o32ai_2 > dlygate4sd2_1"} 1
chip_impl_metric{name="powerDensity",unit="mW/mm2"} 161
chip_impl_metric{name="p_leak",unit="nW"} 0.136
chip_impl_metric{name="post_synthesis_cell_type_count",unit=""} 12
chip_impl_metric{name="die.size.x",unit="um"} 80
chip_impl_metric{name="critPathMaxFanout",unit=""} 2
chip_impl_metric{name="initial_cell_density_of_the_core",unit="%"} 3.08
chip_impl_metric{name="hold_viol",unit=""} 0
chip_impl_metric{name="ys_chip_area",unit="um2"} 105
chip_impl_metric{name="die_area",unit="mm2"} 0.00640
chip_impl_info{name="critical_path.endpoint_type",value="output pin"} 1
chip_impl_metric{name="setup_viol_count_final",unit=""} 0
chip_impl_metric{name="worst-path-buf-inv",unit=""} 5
chip_impl_metric{name="insertedDiodeCount",unit=""} 0
chip_impl_metric{name="warning_count",unit=""} 32
chip_impl_metric{name="max_freq",unit="GHz"} 0.417
chip_impl_metric{name="totalNegativeSetupSlack",unit="ns"} 0
chip_impl_metric{name="antenna_violations_before_repair",unit=""} 0
chip_impl_metric{name="gp_congestion",unit=""} 0.711
chip_impl_info{name="cp_most_frequent_cell",value="sky130_fd_sc_hd__buf_4"} 1
chip_impl_metric{name="timing.critical_path.arrival",unit="ns"} 1.90
chip_impl_metric{name="grt_pass1_wl",unit="um"} 724
chip_impl_metric{name="grt_start_max_net_pins",unit=""} 4
chip_impl_info{name="worstSetupPathType",value="in -> out"} 1
chip_impl_metric{name="required_worst_endpoint",unit="ns"} 2.00
chip_impl_metric{name="drt_iter0_drc",unit=""} 0
chip_impl_metric{name="final-instance-count-excl-fill",unit=""} 77
chip_impl_metric{name="worst-slew-pin-transition",unit="ns"} 0.250
chip_impl_metric{name="sequential_standard_cell_area",unit="um2"} 0
chip_impl_metric{name="min_period",unit="ns"} 2.40
chip_impl_metric{name="ff_count",unit=""} 0
==> worst paths after layout <==
path	from	end	depth (start not counted)
max	b[3]	XgtY	8
min	b[2]	XgtY	5
==> layout make-up <==
| class | count | share of cell area (%) |
|---|---|---|
| repair buffers | 16 | 40.8 |
| multi-input cells | 12 | 39.7 |
| well taps | 46 | 16.3 |
| inverters | 3 | 3.19 |
==> cells in the final DEF, fill, tap and decap left out <==
cell	n
sky130_fd_sc_hd__inv_1	1
sky130_fd_sc_hd__buf_4	4
sky130_fd_sc_hd__ha_4	1
sky130_fd_sc_hd__nor2b_2	1
sky130_fd_sc_hd__dlygate4sd2_1	6
sky130_fd_sc_hd__nand3_4	1
sky130_fd_sc_hd__nor2b_1	1
sky130_fd_sc_hd__nor2_1	1
sky130_fd_sc_hd__inv_2	2
sky130_fd_sc_hd__xnor2_2	1
sky130_fd_sc_hd__o32ai_2	1
sky130_fd_sc_hd__buf_6	1
sky130_fd_sc_hd__a21oi_2	2
sky130_fd_sc_hd__xor2_1	1
sky130_fd_sc_hd__maj3_2	1
sky130_fd_sc_hd__clkdlybuf4s50_1	5
sky130_fd_sc_hd__xnor2_1	1
==> metrics by stage <==
step	utilization (%)	area, um2	total power [mW]	hold slack, ns
2_1_floorplan	-	105	0.0146	1.05
3_3_place_gp	8.64	295	0.0443	2.00
3_5_place_dp	8.64	295	0.0452	2.02
4_1_cts	10.3	353	0.0569	1.78
5_1_grt	10.3	353	0.0620	1.84
6_report	10.3	353	0.0567	1.77
==> worst min-delay path, stage by stage <==
cell,delay [ns]
sky130_fd_sc_hd__dlygate4sd2_1,0.24
sky130_fd_sc_hd__xnor2_1,0.11
sky130_fd_sc_hd__nand3_4,0.11
sky130_fd_sc_hd__o32ai_2,0.07
sky130_fd_sc_hd__dlygate4sd2_1,0.24
==> power breakdown <==
part           total, mW  internal [mW]  switching [mW]
Clock                  0              0               0
Sequential             0              0               0
Combinational     0.0567         0.0364          0.0203
==> synth_stat cells, drive strengths merged <==
cell   n  area [um2]
xor2   1        8.76
xnor2  2        17.5
ha     1        12.5
nand3  1        5.00
nor2b  2        12.5
inv    3        11.3
maj3   1        11.3
nor2   1        3.75
o32ai  1        8.76
a21oi  2        13.8
==> repair_timing <==
action | in CTS | in global routing
setup buffers | 2 | 0
hold buffers | 0 | 0
setup endpoints to repair | 3 | 0
resized | 15 | 0
==> cells by family after synthesis <==
kind of cell / after synthesis / synth area share (%)
AND-OR/OR-AND: 3 / 21.4
buffers and inverters: 3 / 10.7
adder cells (fa/ha/maj): 2 / 22.6
AND/OR/NAND/NOR: 4 / 20.2
XOR/XNOR: 3 / 25.0
==> layer usage <==
metal,track usage [%],wire (um),up-vias
met5,0,0,-
met4,0,0,0
met3,0.568,66,0
met2,2.41,202,7
met1,1.45,173,67
li1,-,-,83
Power is estimated from default activity; no workload was simulated.
