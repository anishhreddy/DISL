[./run.sh]
#!/bin/bash
# OpenROAD 26Q1-2900-gdf79404cd8, Yosys 0.63+post, stock flow scripts
make -C /OpenROAD-flow-scripts/flow DESIGN_CONFIG=/design/flow/config.mk WORK_HOME=/design/flow/orfs finish
[./config.mk]
export PLATFORM = sky130hd
export DESIGN_NAME = DEC4to16_3to8
export DESIGN_NICKNAME = DEC4to16_3to8
export VERILOG_FILES = /design/flow/design.v
export SDC_FILE = /design/flow/constraint.sdc
export NUM_CORES = 4
export LEC_CHECK = 1
export CORE_AREA = 10 10 70 70
export DIE_AREA = 0 0 80 80
[./design.v]
module DEC3to8(en,w,y);
input en;
input [2:0]w;
output reg [0:7]y;
always@(*)begin
    y = 8'b0;
    for(integer i=0;i<8;i=i+1)begin
        if(en==1 && w==i)begin
            y[i] = 1'b1;
        end
    end
end
endmodule
module DEC4to16_3to8(en,w,y);
input en;
input [3:0]w;
output [0:15]y;
DEC3to8 stage0((en&~w[3]),w[2:0],y[0:7]);
DEC3to8 stage1((en&w[3]),w[2:0],y[8:15]);
endmodule
[./constraint.sdc]
current_design DEC4to16_3to8

set clk_period 1.1
set clk_io_pct 0.2

create_clock -name clk0 -period $clk_period

set non_clock_inputs [all_inputs -no_clocks]
set_input_delay [expr $clk_period * $clk_io_pct] -clock clk0 $non_clock_inputs
set_output_delay [expr $clk_period * $clk_io_pct] -clock clk0 [all_outputs]
==> Changelog: implementation <==
### Metrics

* Average cell area after synthesis at 5.11 sq um
* Relative area change from synthesis to final layout at 331%
* Floorplan-stage core utilization at 0.0344
* Top-level I/O count at 21
* Final worst slack at -0.195 ns
* Placer congestion estimate at 0.741
* Most frequent standard cell in the layout excluding fill and tap cells: sky130_fd_sc_hd__buf_2
* Worst hold slack across all endpoints at 0.719 ns
* Part of the Yosys area used for sequential elements at 0
* Worst vdd ir at 0.0378 mV
* CP Data Arrival Time at 1.08 ns
* Vias in the first global route at 296
* Multi-input combinational cell area at 211 sq um
* Count of mapped cells out of synthesis at 23
* Run status: complete, but fails checks
* Total overflow reported by the global router at 0
* Most frequent cells in the layout: 11 x sky130_fd_sc_hd__buf_2, 7 x sky130_fd_sc_hd__buf_6, 6 x sky130_fd_sc_hd__nor2_2
* CORE AREA at 0.00342 sq mm
* Setup repair after global routing missed its margin: yes
* Cell type with the largest total area after synthesis: sky130_fd_sc_hd__nor2_1
* Final Slew Violations at 0
* Final setup viols at 5
* Total vias in the final route at 289
* Count of input and output buffers at 21
* Data required time of the critical path at 0.88 ns
* Share of the synthesized area in the top cell type at 0.383
* Count of endpoints failing hold in the final timing report at 0
* Fillcell total at 398
* Global-route usage over all layers at 0.0286
* Worst Setup End Kind: primary output
* CTS Hold Bufs at 0
* Min-delay src: w[1]
* Number of maximum-capacitance violations at 0
* Power per standard cell area at 238 mW/mm^2
* Highest achievable clock rate at 772 MHz
* Sum of internal, switching and leakage power at 121 uW
* Fraction of final layout cells sized beyond drive strength 1 at 0.849
* Global-route wire length before repair at 1490 um
* Relative slew slack at 0.908
* Cell count in the Yosys report at 23
* Start point of the critical path: w[2]
* Post-DP HPWL at 778 um
* Routed WL per cell at 10.4 um
* Violation count after the first detailed-routing iteration at 16
* Maximum fanout encountered on the critical timing path at 4
* YS chip area at 118 sq um
* Violations in the final reports: negative setup slack
* Yosys warns at 1
* Pin count of the biggest net entering global routing at 8
* Number of detailed-route iterations in the first pass at 2
* Number of vias per cell at 2.92
* Overall routed net length at 1030 um
* Max incr delay on CP at 0.40 ns
* Placement Rows at 21
* Critical Path, Cell by Cell: buf_8, or3b_4, buf_6, nor3_4, buf_2
* Area taken by flip-flops and latches at 0 sq um
* Antenna violations before repair at 0
* Post-layout min period at 1.30 ns
* Detailed-route DRC error count at 0
* Cell type of the slowest stage on the worst timing path: sky130_fd_sc_hd__or3b_4
* Vertical extent of the die at 80 um
* Total of clock buffers placed in the layout at 0
* Worst min-delay path category: input port to primary output
* Log Warnings at 34
* Post-synth cell types at 8
* Number of nets still failing antenna checks after routing at 0
* Cycle use final at 1.18
* Top cells, area: sky130_fd_sc_hd__nor2_1 38%, sky130_fd_sc_hd__nor3_1 13%, sky130_fd_sc_hd__nand3b_1 13%
* Total number of sequential cells at 0
* Static power due to leakage at 0.230 nW
* Crit start category: input port
* Width of the die at 80 um
* WS Path Type: input port to primary output
* Area of the chip at 0.00640 sq mm
* Slew at the pin with the worst max-slew slack at 0.137 ns
* Antenna diode count at 0
* Post-Syn Area at 118 sq um
-- power by group --
part | switching [mW] | leakage [nW] | internal, mW
Clock | 0 | 0 | 0
Combinational | 0.0547 | 0.230 | 0.0660
Sequential | 0 | 0 | 0
Total | 0.0547 | 0.230 | 0.0660
-- synthesized netlist by cell type --
cell	n
sky130_fd_sc_hd__nand2b_1	2
sky130_fd_sc_hd__nor3_1	3
sky130_fd_sc_hd__nor3_2	1
sky130_fd_sc_hd__nand2_1	1
sky130_fd_sc_hd__nand3_1	1
sky130_fd_sc_hd__nor2_1	12
sky130_fd_sc_hd__or3b_4	1
sky130_fd_sc_hd__nand3b_1	2
-- what timing repair did --
| item | in CTS | in global routing |
|---|---|---|
| pin swaps | 17 | 11 |
| buffers inserted | 9 | 0 |
| endpoints found under the setup margin | 16 | 13 |
| resized | 87 | 18 |
-- worst max-delay path, delay by kind of cell --
family                 cells  cell delay (ns)
buffers and inverters      3             0.35
AND/OR/NAND/NOR            2             0.50
-- metal layers --
layer  vias up  wire [um]  global-route usage
met1       136        409              0.0330
met4         0          0                   0
met5         -          0                   0
met2        12        522              0.0530
li1        141          -                   -
met3         0         95             0.00909
-- per-stage QoR --
stage          instances  setup WS, ns  TNS (ns)  instance area, sq um   util
4_1_cts              100        -0.233    -0.919                   469  0.137
2_1_floorplan         23         0.194         0                   118      -
6_report              99        -0.195    -0.644                   507  0.148
3_5_place_dp          91        -0.857    -11.97                   393  0.115
5_1_grt               99        -0.224    -0.922                   507  0.148
3_3_place_gp          91        -0.858    -11.93                   393  0.115
-- worst paths after layout --
kind              slack [ns]  depth (start not counted)     to
hold / removal          0.72                          3  y[12]
setup / recovery       -0.20                          5   y[0]
-- logic make-up (layout without fill, tap and decap cells) --
group,count (synthesis),after routing,share of synthesized area
and+or+nand+nor,23,23,1.00
buffers and inverters,0,30,0
-- cell type report --
| class | instances | share of cell area |
|---|---|---|
| timing repair buffer | 30 | 0.469 |
| multi-input combinational | 23 | 0.417 |
| tap | 46 | 0.114 |
No activity file was given, so power comes from the tool's default toggle rates.
