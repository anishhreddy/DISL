<file path="design/flow/run.sh">
#!/bin/bash
# OpenROAD 26Q1-2900-gdf79404cd8, Yosys 0.63+post, stock flow scripts
make -C /OpenROAD-flow-scripts/flow DESIGN_CONFIG=/design/flow/config.mk WORK_HOME=/design/flow/orfs finish
</file>
<file path="design/flow/config.mk">
export PLATFORM = sky130hd
export DESIGN_NAME = bcdadder
export DESIGN_NICKNAME = bcdadder
export VERILOG_FILES = /design/flow/design.v
export SDC_FILE = /design/flow/constraint.sdc
export NUM_CORES = 4
export LEC_CHECK = 1
export CORE_AREA = 10 10 70 70
export DIE_AREA = 0 0 80 80
</file>
<file path="design/flow/constraint.sdc">
current_design bcdadder

set clk_period 5.4
set clk_io_pct 0.2

create_clock -name clk0 -period $clk_period

set non_clock_inputs [all_inputs -no_clocks]
set_input_delay [expr $clk_period * $clk_io_pct] -clock clk0 $non_clock_inputs
set_output_delay [expr $clk_period * $clk_io_pct] -clock clk0 [all_outputs]
</file>
<file path="design/flow/design.v">
module fulladder(x,y,z,sum,carry);
input x,y,z;
output sum,carry;
assign sum = (x^y^z);
assign carry = ((x&y) | (y&z) | (z&x));
endmodule
module fourbitadder(x,y,cin,sum,cout);
input [3:0]x,y;
input cin;
output [3:0]sum;
output cout;
wire [3:1]c;
fulladder stage0(x[0],y[0],cin,sum[0],c[1]);
fulladder stage1(x[1],y[1],c[1],sum[1],c[2]);
fulladder stage2(x[2],y[2],c[2],sum[2],c[3]);
fulladder stage3(x[3],y[3],c[3],sum[3],cout);
endmodule
module bcdadder(x,y,cin,s,cout);
input [3:0]x,y;
input cin;
output [3:0]s;
output cout;
wire [3:0]z;
wire k,a;
fourbitadder stage0(x,y,cin,z,k);
assign a = (k | (z[3]&z[2]) | (z[3]&z[1]));
fourbitadder stage1(z,{1'b0 ,a,a,1'b0},cin,s,cout);
endmodule
</file>
==> impl_metrics.toml <==
# generated from flow reports
[outcome]
status = "finished, final reports clean"

[power_and_ir_drop]
power_frac_seq_pct = 0
p_per_area_nw_per_um2 = 166
combPwrFrac_pct = 100.0
intPower_w = 0.0000445
p_leak_nw = 0.169
switching_share_pct = 35.8
p_switching_w = 0.0000249
pwr-share-clk_pct = 0
vdd_drop_max_mv = 0.0624

[final_layout]
nClkBuffers = 0
drive_gt1_share_pct = 27.8
seq_area_um2 = 0
lay_top_cells = "clkdlybuf4s50_1 (9), inv_1 (6), dlygate4sd2_1 (5)"
seq_cells = 0
syn_to_final_growth_pct = 90.3
nFillCells = 401
layout.cells.most_common = "clkdlybuf4s50_1"

[detailed_routing]
wire_per_inst_um = 7.27
dr.pass1.iters = 2
drc = 0
antenna_cells = 0
ant_nets = 0
wl_um = 596
first_iter_violations = 1
vias = 170
vias_per_cell = 2.07

[run]
cap_violations = 0
tool_warnings = 32

[placed_design]
portBuffers = 14
place_ws_ns = -0.302
gp_congestion = 0.852

[synth]
ys_chip_area_um2 = 219
synth_cells = 25
ys_types = 10
avgSynthCellArea_um2 = 8.76
synthesis.area_um2 = 219
yosysWarnings = 0
yosys_cells = 25
ys_seq_share_pct = 0

[global_route]
overflow = 0
antenna_found_initial = 0
grt_pass1_vias = 223
grt_pass1_wl_um = 1080
track_usage_pct = 2.04
grt_max_degree = 3

[timing]
worst_pin_slew_ns = 0.157
setup_viol = 0
setup_tns_ns = 0
rsz0062_at_grt = "false"
max_slew_margin_pct = 89.5
timing.final.crit_share_pct = 97.2
hold_violations = 0
fin_ws_ns = 0.149
final_max_slew_viol_count = 0
min_period_ns = 5.25
timing.fmax_mhz = 190

[floorplan]
fp_util_pct = 6.41
die_x_um = 80
dieArea_um2 = 6400
core_area_um2 = 3420
die_h_um = 80
ioPinCount = 14
rows = 21

[setup_path]
start_kind = "input port"
cp-end-kind = "primary output"
path_max_fanout = 2
critical_path_class = "in2out"
worstSetupStartpoint = "x[1]"
cp.required_ns = 4.32
worstSetupEndpoint = "s[2]"
worstPathArrival_ns = 4.17

[hold_path]
min_path_type = "in2out"

[clock_network]
postCtsSetupBuffers = 0
cts_hold_buf = 0
-- cell type report --
cell class | count | area, µm² | area share (%)
inverter | 8 | 30.0 | 7.21
multi-input combinational | 13 | 188 | 45.0
tap | 46 | 57.6 | 13.8
timing repair buffer | 15 | 141 | 33.9
-- cells in the mapped netlist (all sizes together) --
master  number  share of area [%]
inv          8                 14
nand2b       1                2.9
buf          4                 14
nor2         1                1.7
fa           5                 46
ha           2                 11
a21oi        1                2.3
nand2        1                1.7
o21a         1                3.4
a21o         1                3.4
-- worst min-delay path by stage --
stage         start   end  slack, ns  cells past startpoint
CTS            x[0]  s[0]       3.00                      3
global route   x[0]  s[0]       3.03                      3
finish         x[0]  s[0]       3.00                      3
-- logic make-up after synthesis --
logic type	share of synthesized area, %
adders and majority gates	57.1
AOI/OAI and AO/OA	9.14
and+or+nand+nor	6.28
buffers and inverters	27.4
-- per-layer routing --
metal	vias to the layer above	global-route usage [%]	routed length [µm]
met4	0	0	0
met1	66	3.02	310
met5	-	0	0
met2	14	2.17	113
li1	90	-	-
met3	0	1.82	172
-- worst max-delay path, cell delays in order --
cell and delay, ns:
clkdlybuf4s50_1 0.45, inv_1 0.05, fa_2 0.35, fa_2 0.36, inv_2 0.06, fa_1 0.43
a21oi_2 0.16, fa_2 0.19, inv_1 0.04, fa_2 0.51, clkdlybuf4s50_1 0.48
-- metrics by stage --
stage	utilization, %	instance area [µm²]	std cells	power (W)	hold slack, ns
final	12.2	417	82	0.0000693	3.00
after floorplan	-	219	25	0.0000370	2.35
after global routing	12.2	417	82	0.0000837	3.03
after detailed placement	11.5	394	82	0.0000663	3.25
after global placement	11.5	394	82	0.0000655	3.23
after CTS	12.2	417	82	0.0000722	3.00
-- power groups by stage --
stage	sequential [W]	clock, W	combinational, W
4_1_cts	0	0	0.0000722
5_1_grt	0	0	0.0000837
6_report	0	0	0.0000693
-- timing repair --
action                     in CTS  in global routing
hold endpoints to repair        0                  0
gates cloned                    0                  0
setup endpoints to repair       3                  2
gates resized                  14                  0
pin swaps                       7                  3
Power is estimated from default activity; no workload was simulated.
